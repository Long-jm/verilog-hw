$ cat design/flow/config.mk
export PLATFORM = sky130hd
export DESIGN_NAME = decoder
export DESIGN_NICKNAME = decoder
export VERILOG_FILES = /design/flow/design.v
export SDC_FILE = /design/flow/constraint.sdc
export NUM_CORES = 4
export LEC_CHECK = 1
export CORE_AREA = 10 10 103 103
export DIE_AREA = 0 0 113 113
$ cat design/flow/design.v
module dff (
  input rst_n, clock,
  input d,
  output reg q,
  output q_n
);
  always @(posedge clock )
    if( !rst_n )
      q <= 0;
    else
      q <= d;
  assign q_n = ~q;
endmodule
module decoder (
  input rst_n, clock, capture,
  input [1:0] op,
  input [3:0] d_in,
  output reg [3:0] A, B, C, D
);
  wire [3:0] Ap, Bp, Cp, Dp;  
  always @(capture) begin
    case(op)
      2'b00: begin  A = (capture) ? d_in: Ap;  end
      2'b01: begin  B = (capture) ? d_in: Bp;  end
      2'b10: begin  C = (capture) ? d_in: Cp;  end
      2'b11: begin  D = (capture) ? d_in: Dp;  end
    endcase
  end
  dff4bit A_inst ( rst_n, clock, A, Ap );
  dff4bit B_sint ( rst_n, clock, B, Bp );
  dff4bit C_inst ( rst_n, clock, C, Cp );
  dff4bit D_inst ( rst_n, clock, D, Dp );
endmodule
module dff4bit (
  input rst_n, clock,
  input [3:0] D,
  output [3:0] Q
);
  wire [3:0] q_bar;
  dff U0 ( rst_n, clock, D[0], Q[0], q_bar[0] );
  dff U1 ( rst_n, clock, D[1], Q[1], q_bar[1] );
  dff U2 ( rst_n, clock, D[2], Q[2], q_bar[2] );
  dff U3 ( rst_n, clock, D[3], Q[3], q_bar[3] );
endmodule
$ cat design/flow/run.sh
#!/bin/bash
# OpenROAD 26Q1-2900-gdf79404cd8, Yosys 0.63+post, stock flow scripts
make -C /OpenROAD-flow-scripts/flow DESIGN_CONFIG=/design/flow/config.mk WORK_HOME=/design/flow/orfs finish
$ cat design/flow/constraint.sdc
current_design decoder

set clk_period 1.0
set clk_io_pct 0.2

create_clock -name clk0 -period $clk_period [get_ports {clock}]

set non_clock_inputs [all_inputs -no_clocks]
set_input_delay [expr $clk_period * $clk_io_pct] -clock clk0 $non_clock_inputs
set_output_delay [expr $clk_period * $clk_io_pct] -clock clk0 [all_outputs]
==> run notes <==
flow finished, numbers: status finished clean, Final Util between 15 and 20%, Top cells by area dfxtp_1 30%, dlxtn_1 23%, mux2_4 14%, final max-slew violation count 0, max-cap violations 0, CTS max path bufs 2, DP HPWL between 1.5 and 2 mm, Power per Cell Area between 1000 and 1500 mW/mm^2, largest net degree at the start of global routing 17, Peak VDD IR 0.588 mV, post-synthesis register bit count 32, Core Util at FP between 10% and 20%, Pint between 0.001 and 0.0015 W, All-Layer GR Usage under 10%, Top cell area share a little under a third, antenna cells 0, final non-filler cell total around 200, Wirelength per Cell 11.0 um, Area Overhead vs Synth 27.1%, sequential fraction of design power roughly half, register pins left without a clock 16, Net Sw Power ~0.0003 W, TritonCTS clock tree done, core area a little over 0.008 mm^2, clock power share a little over a third, CP Max Fanout 16, Synth Area per Inst between 10 and 15 um^2, Routed Antenna Nets 0, Max-slew headroom roughly 82%, Overflow after GRT 0, WL final 2.23 mm, Hold WC Path Type input port to flip-flop, vias in the first global route slightly below 600, clock root cell clkbuf_8, static leakage around 0.55 nW, TritonRoute pass-1 iters 3, Finish-stage setup viols 0, Critical Path RT between 1 and 1.5 ns, Worst Hold Slack 0.708 ns, io pins 25, RSZ-0062 raised after global routing false, post_cts resized 0, yosys cell count 87, drc violations 0, Clock transition at path regs 0.06 ns, full die area 0.0128 mm^2, first-pass GRT wire length about 3.3 mm, worst-path cell chain clkdlybuf4s50_1, buf_4, and2_1, combinational group share of total power between 10% and 20%, Cell Count Post-Placement 199, Post-CTS Hold Buffers 0, CTS Buf Count 3, number of unconstrained endpoints 32, final hold vios 0, Crit. End Element flip-flop, Vias/cell 2.73, DR iter-0 viols 19, synthesized area approximately 0.0011 mm^2, Die Height around 110 um, yosys warns 2, critical path class input port to flip-flop, synthesis area per yosys around 0.0011 mm^2, Worst Path Buf+Inv 2, Vias roughly 550, # rows 33, CP max stage delay 0.39 ns, Setup TNS 0 ns, layout cells sized above 1 23.5%, unique cell type count in the Yosys netlist 12, Period minus WS final slightly below 0.8 ns, CTS HTree Levels 1, Critical Path AT 0.93 ns, CP Launch Type input port, Placer Congestion slightly above 0.7, Worst Tran Pin Value approximately 0.26 ns, achievable clock frequency ~1.3 GHz, Die W between 100 and 150 um, post-layout period usage between 70 and 80%, tool warning count 25, Synth area leader dfxtp_1, antenna violations before repair 0, postcts setup bufs 0, cell count after synthesis slightly below 90, crit path max-delay cell type clkdlybuf4s50_1, sw frac about a fifth, buffers added on ports 24, family with the most delay on the worst path buffers and inverters
## worst min-delay path, cell delays in order
cell and delay (ns):
clkdlybuf4s50_1 0.39, buf_4 0.18, and2_1 0.14
## Yosys cell counts
master and number:
dlxtn_1 16, buf_4 16, nand2b_1 2, nand2_1 1, mux2_4 10, mux2_2 6
or2_2 1, buf_12 1, dfxtp_1 16, clkbuf_1 1, buf_6 1, and2_1 16
## cell type report
cell class / instances / area (um^2)
clock buffers: 4 / 55.1
fillers: 916 / 6960
multi-input cells: 36 / 340
flip-flops and latches: 32 / 561
well taps: 105 / 131
repair buffers: 26 / 255
## power groups by stage
stage | sequential [W] | combinational, W | clock (W)
final | 0.000761 | 0.000240 | 0.000557
after global routing | 0.000770 | 0.000262 | 0.000596
after CTS | 0.000763 | 0.000248 | 0.000577
## cell usage in the layout (no fill, tap or decap), drive strengths merged
master | Yosys | final
mux2 | 16 | 16
buf | 18 | 2
dlxtn | 16 | 16
nand2 | 1 | 1
nand2b | 2 | 2
or2 | 1 | 1
clkbuf | 1 | 4
and2 | 16 | 16
clkdlybuf4s50 | 0 | 24
dfxtp | 16 | 16
## registers in the layout (all words and copies together), names as in the netlist, 4 cells and up
signal / cells
C: 4
D: 4
A: 4
B: 4
## routing by layer
| layer | GRT usage (%) | vias to the layer above | share of wire, % |
|---|---|---|---|
| met5 | 0 | - | 0 |
| met4 | 0.169 | 0 | 0 |
| met3 | 1.39 | 0 | 6.3 |
| met2 | 5.84 | 14 | 50 |
| met1 | 3.89 | 261 | 44 |
| li1 | - | 279 | - |
## logic make-up after synthesis
family / after synthesis / share of synthesized area, %
mux: 16 / 20.6
simple gates: 20 / 11.6
buf+inv: 19 / 14.7
latches: 16 / 22.7
flops: 16 / 30.3
## metrics by stage
step | worst slack [ns] | cell area, um^2 | power (W)
floorplan | 0.420 | 1060 | 0.000928
global placement | -0.0546 | 1290 | 0.00102
detailed placement | -0.0532 | 1290 | 0.00102
CTS | 0.212 | 1340 | 0.00159
global route | 0.163 | 1340 | 0.00163
finish | 0.215 | 1340 | 0.00156
## final timing paths
kind | cells after the start | from | to | slack [ns]
hold / removal | 3 | rst_n | C_inst.U2.q | 0.71
setup / recovery | 3 | rst_n | C_inst.U0.q | 0.22
Power figures rest on the tool's default switching activity, not on a simulated workload.
