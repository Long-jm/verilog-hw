`flow/design.v`:
```
module controller (
  input clk, rst_n,
  input start,
  output reg done,
  output reg clr_q,
  output reg inc_q,
  output reg clr_r,
  output reg ld_r,
  output reg dec_r,
  output reg ld_div,
  output reg ld_dsr,
  output reg ld_err,
  output reg clr_err,
  input err,
  input rltdsr
);
  parameter S0   = 3'd0;
  parameter S1   = 3'd1;
  parameter S2   = 3'd2;
  parameter S3   = 3'd3;
  parameter DONE = 3'd4;
  reg [2:0] cstate, nstate;
  always @( posedge clk )
    if( !rst_n )
      cstate <= S0;
    else
      cstate <= nstate;
  always @* begin
    done    <= 0;
    clr_q   <= 0;
    inc_q   <= 0;
    clr_r   <= 0;
    ld_r    <= 0;
    dec_r   <= 0;
    ld_div  <= 0;
    ld_dsr  <= 0;
    ld_err  <= 0;
    clr_err <= 0;
    case( cstate )
      S0 : begin
        if( start ) begin
          ld_div  <= 1;
          ld_dsr  <= 1;
          ld_err  <= 1;
          nstate  <= S1;
        end
        else begin
          ld_div  <= 0;
          ld_dsr  <= 0;
          ld_err  <= 0;
          nstate  <= S0;
        end
      end
      S1 : begin
        clr_q  <= 1;
        ld_r   <= 1;
        if( err ) begin
          clr_r  <= 1;
          nstate <= DONE;
        end
        else begin
          clr_r  <= 0;
          nstate <= S2;
        end
      end
      S2 : begin
        if( rltdsr )
          nstate <= DONE;
        else
          nstate <= S3;
      end
      S3 : begin
        if( rltdsr ) begin
          dec_r  <= 0;
          inc_q  <= 0;
          nstate <= DONE;
        end
        else begin
          dec_r  <= 1;
          inc_q  <= 1;
          nstate <= S3;
        end
      end
      DONE : begin
        done    <= 1;
        nstate  <= S0;
      end
      default : begin
        nstate <= S0;
      end
    endcase
  end
endmodule
module datapath (
  input clk, rst_n,
  input [31:0] div, dsr,
  output reg [31:0] q, r,
  output reg err,
  input clr_q,
  input inc_q,
  input clr_r,
  input ld_r,
  input dec_r,
  input ld_div,
  input ld_dsr,
  input ld_err,
  input clr_err,
  output rltdsr
);
  reg [31:0] div_reg, dsr_reg;
  wire dsr_zero;
  always @( posedge clk )
    if( !rst_n )
      q <= 32'd0;
    else
      if( clr_q )
        q <= 32'd0;
      else
        if( inc_q )
          q <= q + 32'd1;
        else
          q <= q;
  always @( posedge clk )
    if( !rst_n )
      r <= 32'd0;
    else
      if( clr_r )
        r <= 32'd0;
      else
        if( ld_r )
          r <= div_reg;
        else
          if( dec_r )
            r <= r - dsr_reg;
          else
            r <= r;
  assign rltdsr = ( r < dsr_reg );
  always @( posedge clk )
    if( !rst_n )
      div_reg <= 32'd0;
    else
      if( ld_div )
        div_reg <= div;
      else
        div_reg <= div_reg;
  always @( posedge clk )
    if( !rst_n )
      dsr_reg <= 32'd0;
    else
      if( ld_dsr )
        dsr_reg <= dsr;
      else
        dsr_reg <= dsr_reg;
  always @( posedge clk )
    if( !rst_n )
      err <= 0;
    else
      if( clr_err )
        err <= 0;
      else
        if( ld_err )
          err <= dsr_zero;
        else
          err <= err;
  assign dsr_zero = ( dsr == 32'd0 );
endmodule
module divider (
  input clk, rst_n,
  input start,
  input [31:0] div, dsr,
  output [31:0] q, r,
  output err,
  output done
);
  wire clr_q, inc_q;
  wire clr_r, ld_r, dec_r;
  wire ld_div, ld_dsr;
  wire ld_err, clr_err;
  wire rltdsr;
  datapath dp (
    clk, rst_n,
    div, dsr,
    q, r,
    err,
    clr_q,
    inc_q,
    clr_r,
    ld_r,
    dec_r,
    ld_div,
    ld_dsr,
    ld_err,
    clr_err,
    rltdsr
  );
  controller ct (
    clk, rst_n,
    start,
    done,
    clr_q,
    inc_q,
    clr_r,
    ld_r,
    dec_r,
    ld_div,
    ld_dsr,
    ld_err,
    clr_err,
    err,
    rltdsr
  );
endmodule
```
`flow/run.sh`:
```
#!/bin/bash
# OpenROAD 26Q1-2900-gdf79404cd8, Yosys 0.63+post, stock flow scripts
make -C /OpenROAD-flow-scripts/flow DESIGN_CONFIG=/design/flow/config.mk WORK_HOME=/design/flow/orfs finish
```
`flow/config.mk`:
```
export PLATFORM = sky130hd
export DESIGN_NAME = divider
export DESIGN_NICKNAME = divider
export VERILOG_FILES = /design/flow/design.v
export SDC_FILE = /design/flow/constraint.sdc
export NUM_CORES = 4
export LEC_CHECK = 1
export CORE_UTILIZATION = 50
```
`flow/constraint.sdc`:
```
current_design divider

set clk_period 10.4
set clk_io_pct 0.2

create_clock -name clk0 -period $clk_period [get_ports {clk}]

set non_clock_inputs [all_inputs -no_clocks]
set_input_delay [expr $clk_period * $clk_io_pct] -clock clk0 $non_clock_inputs
set_output_delay [expr $clk_period * $clk_io_pct] -clock clk0 [all_outputs]
```
==> job_summary.md <==
### Yosys + OpenROAD results

| Metric | Value |
|---|---|
| Detailed-route via count | `about 6600` |
| Number of antenna violations at the first check in global routing | `0` |
| Remaining global-route overflow | `0` |
| Clk Tree Root Cell | `clkbuf_16` |
| Post-route antenna net violation count | `0` |
| Number of buffers and inverters on the critical path | `1` |
| Critical path's top delay family | `flip-flops` |
| Warnings, synthesis | `2` |
| Status | `finished, final reports clean` |
| Crit path max fanout | `11` |
| Cell Area, Synth | `between 7000 and 8000 sq um` |
| Cells in synth_stat.txt | `929` |
| Total wire length after detailed routing | `about 19 mm` |
| List of cells traversed by the critical path | `clkdlybuf4s50_1` |
| Slew @ Worst Pin | `approximately 0.75 ns` |
| Time the worst path needs with I/O delays and setup | `around 3.6 ns` |
| Clock Sinks | `about 130` |
| CTS Buf Count | `17` |
| OpenROAD warning count | `26` |
| H-tree lvl count | `4` |
| Area growth from synthesis to layout | `27.16%` |
| Count of instances resized after the clock tree is built | `0` |
| Detailed placer's ending HPWL | `roughly 13 mm` |
| Flop and latch count out of synthesis | `roughly 130` |
| Setup bufs post-CTS | `0` |
| Number of unique standard cell types used by synthesis | `slightly above 60` |
| Total routing resource utilization after global routing | `0.2677` |
| Wire length per cell | `between 15 and 20 microns` |
| Async set or reset register ratio after synthesis | `0` |
| Worst vdd ir | `~0.11 mV` |
| Insertion delay at the late pin of the worst-skew pair | `about 0.41 ns` |
| Clock Skews | `about 0.006 ns` |
| Layout fillers | `approximately 1200` |
| Pre-antenna DRT Iters | `4` |
| Number of top-level pins | `about 130` |
| Signal arrival time at the worst endpoint | `between 1.5 and 2 ns` |
| Synth Area in XOR/XNOR | `0.05891` |
| Flip-flops with a built-in enable | `0` |
| Fmax | `approximately 270 MHz` |
| Initial DRC count | `~350` |
| Worst stage delay on the critical path | `0.60 ns` |
| Pin count of the biggest net entering global routing | `77` |
| Rel. slew slack | `0.4991` |
| Aoi share | `0.2248` |
| Clock slew at reported path FFs | `~0.060 ns` |
| Share of the cycle needed by the critical path after routing | `0.3503` |
| Setup Crit Path Kind | `flop to primary output` |
| Crit path max-delay cell type | `dfxtp_1` |
| Final weighted congestion in routability-driven placement | `slightly above 0.9` |
| Setup repair after global routing missed its margin | `no` |
| Worst setup path start | `dp.q[2]$_SDFFE_PP0P_` |
| Total die size | `15060 sq um` |
| Basic-gate share of the synthesized area counting and, or, nand and nor cells | `0.2283` |
| Post-synth area from yosys stat | `~7300 sq um` |
| Final-report max-slew violation count | `0` |
| Clk network pwr share | `0.421` |
| Internal | `approximately 1.1 mW` |
| TritonCTS clock tree | `yes` |
| Share of total power consumed by net switching | `0.2728` |
| Maximum buffer depth of the clock tree | `2` |
| Origin of the critical flop-to-flop path | `dp.r[0]$_SDFFE_PP0P_` |
| Die Ht | `122.7 microns` |
| Max-capacitance violation count | `0` |
| Horiz. Die Dim | `~120 microns` |
| Post-layout utilization of the core | `0.6596` |
| Total count of hold-check failures in the final report | `0` |
| Leakage dissipation | `roughly 3.6 nW` |
| CP startpoint kind | `flop` |
| Via density per instance | `5.372` |
| Mean Syn Cell Area | `between 7 and 8 sq um` |
| Antenna fix cells | `0` |
| Final setup violation count | `0` |
| Share of post-route cells with drive strength above 1 | `0.05619` |
| Quantity of hold-fixing buffers added after cts | `0` |
| Library cell with the largest summed area after synthesis | `dfxtp_1` |
| Beginning of the worst hold path | `dp.div_reg[31]$_SDFFE_PN0P_` |
| Core region area | `between 10000 and 15000 sq um` |
| Layout Cell Area excl Fill | `9263 sq um` |
| Biggest area cells | `dfxtp_1 (37%), nand2_1 (10%), a21boi_0 (6.7%)` |
| Logic pwr share | `0.201` |
| Prevailing post-synth register cell | `dfxtp_1` |
| Post-synth seq share | `0.3683` |
| Min Hold Slack | `~0.46 ns` |
| Count of mapped cells out of synthesis | `929` |
| Final total negative setup slack | `0 ns` |
| Element type at the critical path end | `primary output` |
| First-pass GRT wire length | `about 30 mm` |
| Placement Cell Area | `8655 sq um` |
| # DRC | `0` |
| Part of the power in registers | `0.378` |
| Vias in the first global route | `6191` |
| Initial core utilization | `0.5188` |
| Worst Hold Class | `flop to flop` |
| Mux cell area share after synthesis | `0.002748` |
| Buffers added on ports | `132` |
| Top comb family, area | `simple AND/OR/NAND/NOR gates` |
| Required time of the critical path | `between 8 and 9 ns` |
| Switch Pwr | `0.3987 mW` |
| Ratio of total power to cell area | `~160 nW/um^2` |
| Fraction of post-synthesis cell area in the top cell type by area | `0.3683` |
| Number of rows created at floorplan | `~43` |
| Adder share | `0.05943` |
[metal layers]
| layer | global-route usage | vias to the layer above | share of wire |
|---|---|---|---|
| li1 | - | 3435 | - |
| met1 | 0.4107 | 3023 | 0.49 |
| met2 | 0.4171 | 137 | 0.45 |
| met3 | 0.04459 | 13 | 0.042 |
| met4 | 0.03201 | 0 | 0.011 |
| met5 | 0 | - | 0 |
[power by group through the flow]
stage                 Combinational [mW]  Sequential [mW]  Clock, mW
after global routing               0.332            0.555      0.650
after CTS                          0.294            0.552      0.625
final                              0.294            0.552      0.615
[metrics by stage]
stage	std cells	total power, mW	setup WS (ns)
3_5_place_dp	1198	0.8538	6.434
6_report	1230	1.462	6.757
4_1_cts	1230	1.472	6.750
2_1_floorplan	929	0.7658	7.290
3_3_place_gp	1198	0.8548	6.480
5_1_grt	1230	1.536	6.665
[cell usage after synthesis, types with 16 or more instances]
cell,count
a21oi_1,52
o21ai_0,29
nor2_1,60
nand2_1,200
nand3_1,16
nand4_1,18
xnor2_1,31
dfxtp_1,134
a21o_1,28
inv_1,45
ha_1,33
and3_1,16
a21boi_0,65
xor2_1,18
clkbuf_1,31
[cells by family (layout without fill, tap and decap cells)]
kind of cell / Yosys count / after routing
compound gates: 241 / 241
xor+xnor: 49 / 49
fa+ha+maj: 34 / 34
buf+inv: 98 / 219
flops: 134 / 134
mux: 2 / 2
simple gates: 371 / 371
[layout by cell type (no fill, tap or decap), types with 3 or more instances in the layout]
cell / n
a21boi_0: 65
and2_1: 3
clkbuf_16: 17
and3_1: 16
o2111ai_1: 3
xor2_1: 18
nand4_1: 18
clkinv_2: 4
clkdlybuf4s50_1: 131
a31oi_1: 12
or3_1: 10
bufinv_16: 3
a21oi_1: 52
nor3_1: 14
a311oi_1: 15
or2_2: 3
o211ai_1: 5
nor4_1: 11
ha_1: 33
nor2b_1: 5
nor2_1: 60
buf_4: 10
a21o_1: 28
nand3_1: 16
o21a_1: 6
xnor2_1: 31
dfxtp_1: 134
a41oi_1: 3
inv_1: 45
o21ai_0: 29
nand2_1: 199
o21ai_1: 3
[worst paths after layout]
check / slack [ns] / cells past startpoint / endpoint
worst max register to register: 6.96 / 14 / dp.r[22]$_SDFFE_PP0P_
worst max-delay path: 6.76 / 1 / q[2]
worst min-delay path: 0.46 / 2 / dp.div_reg[31]$_SDFFE_PN0P_
worst min register to register: 0.46 / 2 / dp.div_reg[31]$_SDFFE_PN0P_
[area by class of cell]
class,count,area (sq um),area share
inverter,45,168.9,0.01824
multi-input combinational,697,4187,0.4520
clock buffer,20,456.7,0.04930
tap,180,225.2,0.02431
timing repair buffer,142,1391,0.1502
sequential,134,2683,0.2896
clock inverter,12,151.4,0.01634
Power is estimated from default activity; no workload was simulated.
