[/design/flow/run.sh]
#!/bin/bash
# OpenROAD 26Q1-2900-gdf79404cd8, Yosys 0.63+post, stock flow scripts
make -C /OpenROAD-flow-scripts/flow DESIGN_CONFIG=/design/flow/config.mk WORK_HOME=/design/flow/orfs finish
[/design/flow/design.v]
module controller (
  input clk, rst_n,
  input start,
  output reg done,
  output reg clr_q,
  output reg inc_q,
  output reg clr_r,
  output reg ld_r,
  output reg dec_r,
  output reg ld_div,
  output reg ld_dsr,
  output reg ld_err,
  output reg clr_err,
  input err,
  input rltdsr
);
  parameter S0   = 3'd0;
  parameter S1   = 3'd1;
  parameter S2   = 3'd2;
  parameter S3   = 3'd3;
  parameter DONE = 3'd4;
  reg [2:0] cstate, nstate;
  always @( posedge clk )
    if( !rst_n )
      cstate <= S0;
    else
      cstate <= nstate;
  always @* begin
    done    <= 0;
    clr_q   <= 0;
    inc_q   <= 0;
    clr_r   <= 0;
    ld_r    <= 0;
    dec_r   <= 0;
    ld_div  <= 0;
    ld_dsr  <= 0;
    ld_err  <= 0;
    clr_err <= 0;
    case( cstate )
      S0 : begin
        if( start ) begin
          ld_div  <= 1;
          ld_dsr  <= 1;
          ld_err  <= 1;
          nstate  <= S1;
        end
        else begin
          ld_div  <= 0;
          ld_dsr  <= 0;
          ld_err  <= 0;
          nstate  <= S0;
        end
      end
      S1 : begin
        clr_q  <= 1;
        ld_r   <= 1;
        if( err ) begin
          clr_r  <= 1;
          nstate <= DONE;
        end
        else begin
          clr_r  <= 0;
          nstate <= S2;
        end
      end
      S2 : begin
        if( rltdsr )
          nstate <= DONE;
        else
          nstate <= S3;
      end
      S3 : begin
        if( rltdsr ) begin
          dec_r  <= 0;
          inc_q  <= 0;
          nstate <= DONE;
        end
        else begin
          dec_r  <= 1;
          inc_q  <= 1;
          nstate <= S3;
        end
      end
      DONE : begin
        done    <= 1;
        nstate  <= S0;
      end
      default : begin
        nstate <= S0;
      end
    endcase
  end
endmodule
module datapath (
  input clk, rst_n,
  input [31:0] div, dsr,
  output reg [31:0] q, r,
  output reg err,
  input clr_q,
  input inc_q,
  input clr_r,
  input ld_r,
  input dec_r,
  input ld_div,
  input ld_dsr,
  input ld_err,
  input clr_err,
  output rltdsr
);
  reg [31:0] div_reg, dsr_reg;
  wire dsr_zero;
  always @( posedge clk )
    if( !rst_n )
      q <= 32'd0;
    else
      if( clr_q )
        q <= 32'd0;
      else
        if( inc_q )
          q <= q + 32'd1;
        else
          q <= q;
  always @( posedge clk )
    if( !rst_n )
      r <= 32'd0;
    else
      if( clr_r )
        r <= 32'd0;
      else
        if( ld_r )
          r <= div_reg;
        else
          if( dec_r )
            r <= r - dsr_reg;
          else
            r <= r;
  assign rltdsr = ( r < dsr_reg );
  always @( posedge clk )
    if( !rst_n )
      div_reg <= 32'd0;
    else
      if( ld_div )
        div_reg <= div;
      else
        div_reg <= div_reg;
  always @( posedge clk )
    if( !rst_n )
      dsr_reg <= 32'd0;
    else
      if( ld_dsr )
        dsr_reg <= dsr;
      else
        dsr_reg <= dsr_reg;
  always @( posedge clk )
    if( !rst_n )
      err <= 0;
    else
      if( clr_err )
        err <= 0;
      else
        if( ld_err )
          err <= dsr_zero;
        else
          err <= err;
  assign dsr_zero = ( dsr == 32'd0 );
endmodule
module proj001 (
  input rst_n, clock, capture,
  input [1:0] op,
  input [3:0] d_in,
  output valid,
  output [4:0] result
);
  datapath data_inst (rst_n, clock, capture, op, d_in, result);
  controller control_inst (rst_n, clock, capture, valid);
endmodule
[/design/flow/constraint.sdc]
current_design proj001

set clk_period 1.6
set clk_io_pct 0.2

create_clock -name clk0 -period $clk_period [get_ports {rst_n}]

set non_clock_inputs [all_inputs -no_clocks]
set_input_delay [expr $clk_period * $clk_io_pct] -clock clk0 $non_clock_inputs
set_output_delay [expr $clk_period * $clk_io_pct] -clock clk0 [all_outputs]
[/design/flow/config.mk]
export PLATFORM = sky130hd
export DESIGN_NAME = proj001
export DESIGN_NICKNAME = proj001
export VERILOG_FILES = /design/flow/design.v
export SDC_FILE = /design/flow/constraint.sdc
export NUM_CORES = 4
export LEC_CHECK = 1
export CORE_AREA = 10 10 70 70
export DIE_AREA = 0 0 80 80
==> results.cfg <==
; flow metrics
[status]
status = completed

[drt]
drtIter0Drc = 2
ant_nets = 0
wire_per_inst_um = 5.371
wirelength_um = 376
drc = 0
viasPerCell = 1.686
drtPass1Iterations = 2
vias = 118

[final_timing]
fin_crit_sh = 0.8317
min_period_ns = 1.331
fin_ws_ns = 0.2693
fmaxAchievable_mhz = 751.5
rsz0062_at_grt = no
finalClockSkew_ns = 0.006727
setup_violations = 0
hold_violations = 0
drv_slew = 0
totalNegativeSetupSlack_ns = 0

[cells_and_area]
reg.largest.list = control_inst.cstate: 5 flops
largest-register = control_inst.cstate
seq_area_um2 = 100.1
drive_gt1_frac = 0.1739
comb_area_um2 = 62.56
utilization = 0.08169
fin_cells = 70
nFillCells = 404
largest_reg_flops = 5
syn_to_final_growth_pct = 50.68

[clock_network]
h-tree-depth = 1
cts_buffer_depth = 2
numCtsBuffers = 3
postCtsSetupBuffers = 0
cts_root_buffer = clkbuf_4
post_cts_resized = 0
hold_buffers = 0
cts_tree = done
worstSkewPairLatency_ns = 0.25
cts.clk_slew.worst_paths_ns = 0.05
cts_sinks = 5

[synthesis]
synth_cells = 17
yosysUniqueCellTypes = 9
ys_seq_share = 0.5405
syn_area_um2 = 185.2
yosys_warnings = 13
postSynthAreaPerCell_um2 = 10.89
yosys_area_um2 = 185.2
ys_ff = 5
ys_cells = 17

[min_path]
hold_class = reg2reg

[placement]
place_hpwl_um = 282.7
pre_cts_ws_ns = 0.4815
routabilityCongestion = 0.6683
port_buffers = 3
dp.cells = 65

[setup_path]
crit_buf_inv = 1
cp_max_fo = 2
start_kind = register
crit_chain = clkdlybuf4s50_1
critical_path.top_delay_family = buffers and inverters
worstPathArrival_ns = 1.01
critPathSlowestCell = clkdlybuf4s50_1
worstSetupPathType = reg2out
worst_ep_required_time_ns = 1.28
max_stage_delay_ns = 0.46
end_kind = primary output

[grt]
grt_overflow = 0
grt_pass1_wl_um = 662
grt_max_degree = 6
grt_pass1_vias = 139
antenna_found_initial = 1
track_usage = 0.01486

[power]
p_leak_nw = 0.1024
ir_worst_vdd_uv = 201.3
power_density_mw_per_mm2 = 1082
total_power_uw = 302.0

[die]
die_w_um = 80
die_y_um = 80
die_area_mm2 = 0.006400
io_pins = 15
fp_util = 0.05421
num_rows = 21
design.core.area_mm2 = 0.003416

[job]
maxCapViolCount = 0
warnings = 31
[routing by layer]
metal | track usage | up-vias | routed length [um]
met5 | 0 | - | 0
met4 | 0 | 0 | 0
met3 | 0.02500 | 0 | 81
met2 | 0.01605 | 9 | 126
met1 | 0.01473 | 50 | 169
li1 | - | 59 | -
[worst paths after layout]
| kind | startpoint | end | slack, ns | depth (start not counted) |
|---|---|---|---|---|
| setup / recovery | control_inst.cstate[1] | valid | 0.27 | 1 |
| hold / removal | control_inst.cstate[1] | control_inst.cstate[0] | 0.43 | 1 |
| setup reg to reg | control_inst.cstate[3] | control_inst.cstate[1] | 0.90 | 1 |
| hold reg to reg | control_inst.cstate[1] | control_inst.cstate[0] | 0.43 | 1 |
[stage by stage]
step,cell area (um^2),hold WS (ns)
finish,279.0,0.4314
detailed placement,250.2,0.4321
CTS,276.5,0.4374
global placement,250.2,0.4185
global route,279.0,0.4613
floorplan,200.2,0.3906
[final cells by class]
cell class	instances	area share
antenna	1	0.008969
clock buffer	4	0.09417
sequential	5	0.3587
timing repair buffer	3	0.1076
multi-input combinational	11	0.2242
tap	46	0.2063
[cell families after synthesis]
| logic type | after synthesis | synth area share |
|---|---|---|
| AND-OR/OR-AND | 2 | 0.08786 |
| buffers and inverters | 5 | 0.2027 |
| flip-flops | 5 | 0.5406 |
| other | 1 | 0.02025 |
| AND/OR/NAND/NOR | 4 | 0.1487 |
[cell usage in the layout, fill, tap and decap left out, drive strengths merged]
cell and count:
o21a 1, and2 1, dfxtp 5, and3 1, nand3b 1, conb 5
clkdlybuf4s50 3, clkbuf 4, nand2b 1, diode 1, o31a 1
[power breakdown]
part	leakage, nW	switching, mW	internal (mW)
combinational	0.0461	0.00488	0.0125
clock	0.0150	0.0539	0.0944
sequential	0.0412	0.00345	0.133
[synth_stat cells, drive strengths merged]
library cell	instances	area, um^2
buf	5	37.54
dfxtp	5	100.1
and2	1	7.510
and3	1	6.260
conb	1	3.750
nand2b	1	6.260
nand3b	1	7.510
o21a	1	7.510
o31a	1	8.760
No activity file was given, so power comes from the tool's default toggle rates.
